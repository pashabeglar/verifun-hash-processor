**/design/flow/config.mk**
```make
export PLATFORM = sky130hd
export DESIGN_NAME = Mux_4to1_Nbit
export DESIGN_NICKNAME = Mux_4to1_Nbit
export VERILOG_FILES = /design/flow/design.v
export SDC_FILE = /design/flow/constraint.sdc
export NUM_CORES = 4
export LEC_CHECK = 1
export CORE_AREA = 10 10 95 95
export DIE_AREA = 0 0 105 105
```
**/design/flow/constraint.sdc**
```tcl
current_design Mux_4to1_Nbit

set clk_period 1.0
set clk_io_pct 0.2

create_clock -name clk0 -period $clk_period

set non_clock_inputs [all_inputs -no_clocks]
set_input_delay [expr $clk_period * $clk_io_pct] -clock clk0 $non_clock_inputs
set_output_delay [expr $clk_period * $clk_io_pct] -clock clk0 [all_outputs]
```
**/design/flow/design.v**
```verilog
`timescale 1ns / 1ps
module Mux_4to1_Nbit(DataIn0, DataIn1, DataIn2, DataIn3, Sel, DataOut);
    parameter N = 32;
    input[N-1:0] DataIn0;
    input[N-1:0] DataIn1;
    input[N-1:0] DataIn2;
    input[N-1:0] DataIn3;
    input [1:0] Sel;
    output reg [N-1:0] DataOut;
    always @ (DataIn0, DataIn1, DataIn2, DataIn3, Sel)
       begin
          case(Sel)
             0: DataOut = DataIn0;
             1: DataOut = DataIn1;
             2: DataOut = DataIn2;
             3: DataOut = DataIn3;
             default: DataOut = DataIn0;
          endcase
       end
endmodule
```
**/design/flow/run.sh**
```bash
#!/bin/bash
# OpenROAD 26Q1-2900-gdf79404cd8, Yosys 0.63+post, stock flow scripts
make -C /OpenROAD-flow-scripts/flow DESIGN_CONFIG=/design/flow/config.mk WORK_HOME=/design/flow/orfs finish
```
==> Table 3: Implementation characteristics <==
Table: implementation figures

Parameter                              Value

STA
  Post-layout period usage .................. 132%
  Sum of negative setup slack .................. -9.43 ns
  Final Hold Violating Endpoints .................. 0
  Setup-failing EPs final .................. 32
  Max-slew violation total from the final report .................. 0
  Shortest period the worst path allows .................. approximately 1.3 ns
  Worst slew slack as a fraction of its limit .................. between 80% and 90%
  Unrepaired setup endpoints after global routing .................. true
  Tightest Pin Transition .................. 0.182 ns
  Upper clock frequency limit .................. 0.756 GHz
  Worst setup margin .................. -0.323 ns

Power and ir drop
  Cell Pwr Density .................. 364 nW/µm²
  Switching power .................. between 0.2 and 0.25 mW
  Maximum VDD drop .................. about 0.13 mV
  Switching share of total power .................. between 20 and 30%
  Share of total power in the clock network .................. 0%
  Total power .................. 0.863 mW
  Leakage component of the power .................. around 1.1 nW
  Share of power burned in registers .................. 0%
  Total internal power .................. roughly 0.63 mW
  Logic gate share of total power .................. ~100%

Worst setup path
  Type of element launching the critical path .................. primary input
  Arr. time, crit path .................. between 1 and 1.5 ns
  Largest fanout of any net on the critical path .................. 7
  Worst setup path category .................. in2out
  Crit path required time .................. 0.80 ns
  Kind of end point of the critical path .................. output pin

Routing
  Final ANT Viol Nets .................. 0
  Via density per instance .................. ~4.2
  Initial DRC count .................. 19
  Average wire per cell in the routed design .................. between 20 and 25 µm
  WL final .................. 6580 µm
  DR vias .................. roughly 1,300
  Residual DRC count .................. 0
  First-pass iteration count of the detailed router .................. 4

Worst hold path
  Hold Path Class .................. in2out
  Worst hold path depth .................. 3
  Endpoint, Worst Hold .................. DataOut[12]
  Hold Path Origin .................. DataIn0[12]

Run
  Max-cap violation count .................. 0
  Stage-log warning count .................. 35

Floorplanning
  Overall chip area .................. approximately 11,000 µm²
  Horizontal die size .................. roughly 110 µm
  Die Height .................. 105 µm
  Placeable core region .................. slightly below 7000 µm²
  Site row count .................. 30
  Count of boundary I/O pins .................. around 160
  Starting density of the core .................. a little under an eighth

Layout
  Count of clock buffers in the final design .................. 0
  Share of post-route cells with drive strength above 1 .................. 37.3%
  FFs & Latches .................. 0
  Flip-flop and latch area .................. 0 µm²
  Most used cells in the layout excluding fill and tap cells .................. sky130_fd_sc_hd__dlygate4sd2_1, sky130_fd_sc_hd__buf_2, sky130_fd_sc_hd__mux4_2, sky130_fd_sc_hd__buf_16, sky130_fd_sc_hd__buf_12
  Dominant logic cell type in the layout .................. sky130_fd_sc_hd__dlygate4sd2_1
  Synthesis-to-layout area growth .................. 191%
  Count of placed standard cells in the final layout, fillers left out .................. 301

Global routing
  Pin count of the biggest net entering global routing .................. 15
  Number of antenna violations at the first check in global routing .................. 1
  Wire length of the first global-routing pass .................. roughly 9500 µm
  Tot GR Track Use .................. a little under an eighth
  Grt ovf .................. 0
  Via count of the first global-routing pass .................. around 1,500

Logic synthesis
  Warnings, synthesis .................. 1
  Top cells by area in the synthesized netlist .................. sky130_fd_sc_hd__mux4_2, sky130_fd_sc_hd__buf_12, sky130_fd_sc_hd__mux4_1
  Count of different cell masters after synthesis .................. 5
  Cell area after technology mapping .................. 815 µm²
  Library cell occupying the most area in the post-synthesis netlist .................. sky130_fd_sc_hd__mux4_2
  Synthesized area per cell .................. around 21 µm²
  Yosys stat area .................. approximately 800 µm²
  Cells in synth_stat.txt .................. 39
  Number of instances in the synthesized netlist .................. 39
  Area share of the largest cell type after synthesis .................. between 80% and 90%
  Sequential share of the synthesized area .................. 0%

Placement
  Gp weighted congestion .................. about 0.8
  Count of buffers from port buffering .................. about 160
  Post-Place Cells .................. just under 300
  Setup Slack @ Placement .................. -0.957 ns
  DP HPWL .................. roughly 5600 µm

Status
  Outcome .................. finished, violations left
  Violations in the final reports .................. setup timing

Clock network
  Post-CTS Setup Inserts .................. 0
[cell type report]
class / count / area (µm²)
diodes: 1 / 2.50
fillers: 763 / 4540
multi-input cells: 32 / 721
well taps: 96 / 120
repair buffers: 172 / 1530
[power groups by stage]
stage	clock network, mW	logic, mW	registers [mW]
5_1_grt	0.000000134	0.932	0
4_1_cts	0	0.865	0
6_report	0.000000134	0.863	0
[worst max-delay path by stage]
stage     startpoint     endpoint  depth (start not counted)
6_report      Sel[0]  DataOut[10]                          4
4_1_cts       Sel[0]  DataOut[18]                          4
5_1_grt       Sel[0]  DataOut[13]                          4
[metal layers]
metal | part of all wire, % | up-vias | routed length, µm | global-route usage, %
met3 | 12 | 2 | 819 | 5.03
met5 | 0 | - | 0 | 0
met2 | 45 | 121 | 2930 | 18.3
li1 | - | 541 | - | -
met1 | 43 | 599 | 2810 | 14.5
met4 | 0.32 | 0 | 21 | 0
[cells in the mapped netlist]
master,instances
sky130_fd_sc_hd__mux4_1,2
sky130_fd_sc_hd__buf_2,3
sky130_fd_sc_hd__mux4_2,30
sky130_fd_sc_hd__buf_12,3
sky130_fd_sc_hd__buf_6,1
[logic make-up (layout without fill, tap and decap cells)]
logic type,Yosys count,count (layout),share of synthesized area (%)
muxes,32,32,89.4
buffers and inverters,7,172,10.6
other,0,1,0
[repair_timing]
item | CTS | global route
gates resized | 247 | 0
hold buffers | 0 | 0
setup endpoints to repair | 32 | 32
cloned | 4 | 1
[worst max-delay path: stages]
cell and delay [ns]:
sky130_fd_sc_hd__buf_16 0.14, sky130_fd_sc_hd__buf_12 0.14, sky130_fd_sc_hd__mux4_2 0.51, sky130_fd_sc_hd__buf_2 0.14
[per-stage QoR]
| step | utilization, % | hold slack, ns | cell area [µm²] |
|---|---|---|---|
| 3_5_place_dp | 36.6 | 1.38 | 2530 |
| 4_1_cts | 33.9 | 0.890 | 2340 |
| 3_3_place_gp | 36.6 | 1.39 | 2530 |
| 2_1_floorplan | - | 0.486 | 823 |
| 6_report | 34.3 | 0.884 | 2370 |
| 5_1_grt | 34.3 | 0.903 | 2370 |
No activity file was given, so power comes from the tool's default toggle rates.
