[/design/flow/design.v]
`timescale 1ns / 1ps
module Mux_2to1_Nbit(DataIn0, DataIn1, Sel, DataOut);
    parameter N = 32;
    input[N-1:0] DataIn0;
    input[N-1:0] DataIn1;
    input Sel;
    output reg [N-1:0] DataOut;
    always @ (DataIn0, DataIn1, Sel)
    begin
        case(Sel)
            0: DataOut = DataIn0;
            1: DataOut = DataIn1;
        endcase
    end
endmodule
[/design/flow/run.sh]
#!/bin/bash
# OpenROAD 26Q1-2900-gdf79404cd8, Yosys 0.63+post, stock flow scripts
make -C /OpenROAD-flow-scripts/flow DESIGN_CONFIG=/design/flow/config.mk WORK_HOME=/design/flow/orfs finish
[/design/flow/config.mk]
export PLATFORM = sky130hd
export DESIGN_NAME = Mux_2to1_Nbit
export DESIGN_NICKNAME = Mux_2to1_Nbit
export VERILOG_FILES = /design/flow/design.v
export SDC_FILE = /design/flow/constraint.sdc
export NUM_CORES = 4
export LEC_CHECK = 1
export CORE_AREA = 10 10 71 71
export DIE_AREA = 0 0 81 81
[/design/flow/constraint.sdc]
current_design Mux_2to1_Nbit

set clk_period 1.0
set clk_io_pct 0.2

create_clock -name clk0 -period $clk_period

set non_clock_inputs [all_inputs -no_clocks]
set_input_delay [expr $clk_period * $clk_io_pct] -clock clk0 $non_clock_inputs
set_output_delay [expr $clk_period * $clk_io_pct] -clock clk0 [all_outputs]
==> results.py <==
# Physical implementation metrics
metrics = {
    "status": {
        "status": "complete, but fails checks",
        "violations": "negative setup slack",
    },
    "cells_and_area": {
        "seq_cells": 0,
        "stdcell_count": 187,
        "syn_to_final_growth_pct": 192,
        "lay_top_cells": "dlygate4sd2_1 (51), mux2_4 (31), buf_6 (23), buf_2 (13), clkdlybuf4s50_1 (9)",
        "n_clock_buffer": 0,
        "final_area_um2": 1590,
        "layout_top_cell": "dlygate4sd2_1",
        "seq_area_um2": 0,
        "drive_above_1_share_pct": 54.0,
    },
    "critical_path": {
        "crit_chain": "buf_12 -> buf_12 -> buf_12 -> mux2_4 -> buf_6",
        "required_ns": 0.80,
        "path_delay_family": "buffers and inverters",
        "path_common_cell": "buf_12",
        "worstSetupPathType": "input port to primary output",
        "cp_slowest_cell": "mux2_4",
        "critPathArrivalTime_ns": 0.98,
        "cpPeakStageDelay_ns": 0.29,
        "startpoint_type": "input port",
        "crit_buf_inv": 4,
        "endpoint_kind": "primary output",
        "crit_path_max_fanout": 6,
    },
    "pwr": {
        "p_clk_share_pct": 0,
        "p_sw_share_pct": 22.0,
        "p_per_area_nw_per_um2": 392,
        "power_switching_w": 0.000137,
        "ir_drop_v": 0.000169,
        "internal-power_w": 0.000487,
        "seq_power_share_pct": 0,
        "pwr-share-comb_pct": 100.0,
        "power_leakage_nw": 0.872,
    },
    "die": {
        "die_area_um2": 6560,
        "coreArea_um2": 3630,
        "fp_util_pct": 15.0,
        "rows": 22,
        "io_pins": 97,
        "die_height_um": 81,
        "die_w_um": 81,
    },
    "sta": {
        "final_hold_viol_count": 0,
        "final_max_slew_viol_count": 0,
        "period_used_pct": 118,
        "final-setup-viol-count": 32,
        "rsz0062_at_grt": "yes",
        "hold_slack_ns": 0.691,
        "relSlewSlack_pct": 94.2,
        "setup_ws_ns": -0.179,
        "period_needed_ns": 1.18,
        "fmax_mhz": 848,
        "tightest_slew_ns": 0.0870,
    },
    "global_route": {
        "grt_pass1_vias": 764,
        "overflow": 0,
        "grt_pass1_wl_um": 4140,
        "grt_antenna_before_repair": 0,
        "grt_max_degree": 11,
        "gr-usage-all-layers_pct": 7.79,
    },
    "detailed_routing": {
        "antenna_cells": 0,
        "antenna_left": 0,
        "wl_per_cell_um": 15.4,
        "vias": 715,
        "drtPass1Iterations": 2,
        "finalWirelength_um": 2880,
        "drtIter0Drc": 2,
        "drcViolationCount": 0,
        "post_drt_via_cell_ratio": 3.82,
    },
    "synthesis": {
        "ys_seq_share_pct": 0,
        "synth.avg_cell_area_um2": 15.1,
        "synth_chip_area_um2": 544,
        "synthesis.area_um2": 544,
        "ys_warn_count": 1,
        "synth.distinct_cells": 4,
        "yosys-stat-cells": 36,
        "syn_inst": 36,
    },
    "placement": {
        "gp_congestion": 0.832,
        "dp_cells": 179,
        "io_buffers": 97,
        "dp_hpwl_um": 2500,
        "placed_area_um2": 1540,
    },
    "flow_run": {
        "max-cap-violations": 0,
        "warning_count": 34,
    },
    "clock_tree": {
        "ctsHoldBuffers": 0,
    },
    "hold_path": {
        "hold_class": "input port to primary output",
    },
}
worst min-delay path: cells and delay by family:
kind | cells | cell delay (ns)
buffers and inverters | 2 | 0.16
muxes | 1 | 0.13
cell usage after synthesis (all sizes together):
library cell,instances,area [um^2]
buf,4,71.3
mux2,32,473
final timing paths:
kind                      end  slack [ns]  cells past startpoint        start
setup / recovery   DataOut[4]       -0.18                      5          Sel
hold / removal    DataOut[29]        0.69                      3  DataIn1[29]
per-stage QoR:
stage          TNS [ns]  utilization [%]  setup slack, ns  power (W)
6_report          -3.30             43.8           -0.179   0.000624
5_1_grt           -3.86             43.8           -0.196   0.000666
4_1_cts           -3.62             42.3           -0.181   0.000614
3_5_place_dp     -15.81             42.4           -0.512   0.000661
3_3_place_gp     -15.61             42.4           -0.504   0.000656
2_1_floorplan         0                -           0.0669   0.000206
cell type report:
cell class | count | area (um^2)
fill | 357 | 2040
timing repair buffer | 107 | 1050
tap | 48 | 60.1
multi-input combinational | 32 | 477
per-layer routing:
layer,GRT usage [%],wire [um],up-vias
li1,-,-,345
met1,9.03,1080,320
met2,14.3,1450,50
met3,2.78,350,0
met4,0,0,0
met5,0,0,-
power groups by stage:
stage | clock [W] | sequential (W) | combinational, W
finish | 0 | 0 | 0.000624
global route | 0 | 0 | 0.000666
CTS | 0 | 0 | 0.000614
cells by family after synthesis:
kind of cell / synth area share, %
mux: 86.9
buf+inv: 13.1
what timing repair did:
| action | in CTS | in global routing |
|---|---|---|
| buffers inserted | 5 | 1 |
| gates cloned | 2 | 0 |
| setup endpoints to repair | 32 | 32 |
| gates resized | 171 | 10 |
Power and IR drop assume default switching activity.
