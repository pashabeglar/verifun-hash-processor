<file path="design/flow/config.mk">
export PLATFORM = sky130hd
export DESIGN_NAME = ALU
export DESIGN_NICKNAME = ALU
export VERILOG_FILES = /design/flow/design.v
export SDC_FILE = /design/flow/constraint.sdc
export NUM_CORES = 4
export LEC_CHECK = 1
export CORE_UTILIZATION = 40
</file>
<file path="design/flow/design.v">
`timescale 1ns / 1ps
module ALU(Sel, DataIn1, DataIn2, Result, Zero);
input [3:1] Sel;
input [31:0] DataIn1, DataIn2;
output reg [31:0] Result;
output Zero;
assign Zero=(Result==0);
always@(Sel, DataIn1, DataIn2)
   begin 
      case(Sel)
         0: Result = DataIn1 & DataIn2;
         1: Result = DataIn1 | DataIn2;
         2: Result = DataIn1 + DataIn2;
         6: Result = DataIn1 - DataIn2;
         7: Result = DataIn1 < DataIn2 ? 1:0;
         12: Result = ~(DataIn1 | DataIn2);   
         default: Result=0;
       endcase
    end
endmodule
</file>
<file path="design/flow/run.sh">
#!/bin/bash
# OpenROAD 26Q1-2900-gdf79404cd8, Yosys 0.63+post, stock flow scripts
make -C /OpenROAD-flow-scripts/flow DESIGN_CONFIG=/design/flow/config.mk WORK_HOME=/design/flow/orfs finish
</file>
<file path="design/flow/constraint.sdc">
current_design ALU

set clk_period 19.0
set clk_io_pct 0.2

create_clock -name clk0 -period $clk_period

set non_clock_inputs [all_inputs -no_clocks]
set_input_delay [expr $clk_period * $clk_io_pct] -clock clk0 $non_clock_inputs
set_output_delay [expr $clk_period * $clk_io_pct] -clock clk0 [all_outputs]
</file>
==> notes.md <==
The flow completed. Summing all flip-flop and latch instances after layout gives 0 um2. Sequential element share of the synthesized area landed at 0%. The biggest area contributor in the post-synthesis netlist is sky130_fd_sc_hd__ha_1. The worst setup path is captured at a primary output. The script logs the mean routed wire length per placed instance as around 19 um. Summed over all layers, the routed wires come to 20160 um. The worst path needs 12230 ps of the cycle, external delays included. Internal power landed at between 80 and 90 uW. Length of the first detailed-routing pass in iterations landed at 6.

Fraction of power spent switching nets landed at about 57%. The number of setup buffers added after CTS is 0. Cell area after placement landed at 6467 um2.

Looking at hold timing, the worst path starts from Sel[1]. Relative to the synthesized area, the layout overhead comes to 19.99%. Wire length of the first global-routing pass landed at 31600 um.

Share of total power in sequential cells landed at 0%. In this design, the stage delay of the slowest critical-path cell is ~650 ps. Of the total power, the clock network draws 0%. Sum of buffers and inverters on the critical path landed at 3.

The synthesized design devotes to its leading area cell type a little under a quarter of total area. Number of inserted diodes landed at 0. The main area contributors are sky130_fd_sc_hd__ha_1, sky130_fd_sc_hd__inv_1, sky130_fd_sc_hd__a21oi_1. Across all setup checks in the final design, the least slack found is roughly 6800 ps.

In the final report, the number of hold violations comes to 0. The critical path is of the primary input to primary output type. Final standard cell area without fillers landed at 6467 um2. Number of global-route vias before repair landed at ~5600. In the hold timing report, the worst path depth is 4.

Largest driver fanout on the critical path landed at 14. Setup-violating endpoint count in the final report landed at 0. Summed over all cells, the static leakage comes to slightly below 0.003 uW.

Cell count after synthesis landed at 811. Per the post-synthesis stats, the area per cell is 6.646 um2. Number of vias in the routed layout landed at ~6200. Power density over the cells landed at just over 30 nW/um2. Measured against its own limit, the worst slew margin works out to between 40 and 50%. The initial antenna violation count came to 0.

On the final layout, the worst hold slack is slightly below 9000 ps. Count of input and output buffers landed at ~100. On the critical path, the stage with the largest delay is an instance of sky130_fd_sc_hd__a211oi_1. Placement-stage worst setup slack landed at 6856 ps. In the final layout, the clock buffer count is 0. Combinational cells account for roughly 100% of the total power. In this run the standard cell core region covers 13190 um2. The floorplan report gives the top-level pin count as approximately 100. Largest vdd supply drop landed at around 0.000015 V.

Number of max-slew violations in the final report landed at 0. The type recorded for the worst min-delay path is primary input to primary output. Site row count landed at approximately 42. In this run the full chip footprint comes out at between 10000 and 15000 um2.

Transition at the pin with the smallest max-transition slack landed at 751.7 ps. Recorded from the global router log, the overflow total was 0. Entering global routing, the biggest net connects 53 pins.

Setup repair after global routing left no endpoint under its margin. Reported max-cap violation count landed at 0. The endpoint of the worst hold path is reported as Result[1]. Overall power of the completed layout landed at about 200 uW.

The flow ran to the end, and the final reports show no timing, DRC or antenna violations. Per the OpenROAD power report, switching power amounts to approximately 110 uW. From bottom edge to top edge, the die measures ~120 um. Note, the detailed placer reported a final HPWL of ~16000 um. Once the floorplan was initialized, standard cells occupied 40.87% of the core. Global-route usage over all layers landed at around 29%. Per the layout report, the design carries between 1000 and 1500 filler cells. Violation count after the first detailed-route iteration landed at just under 600. Flop count landed at 0.

Last weighted congestion value of the routability-driven placer landed at 0.9510. For this run, the top clock speed supported by timing is between 0.08 and 0.09 GHz. STA classifies the critical path startpoint as a primary input.

Total DRC errors in the routed layout landed at 0. After clock tree synthesis, the repair step resized 0 gates. The post-CTS hold buffer count recorded in the log is 0. Among cell families on the critical path, the largest total delay comes from AND-OR/OR-AND gates. The area taken by multi-input combinational cells is reported as around 4800 um2. Chip area in the Yosys report landed at 5390 um2. Cell area after synthesis landed at 5390 um2.

STA puts the critical path data arrival time at 8430 ps. Post-synthesis cell count from yosys landed at approximately 800. Synthesis warning total landed at 1. Total negative slack for setup checks landed at 0 ps.

According to the floorplan report, the die width is between 100 and 150 um. Dividing the final minimum period by the clock period gives approximately 64%. STA puts the critical path data required time at 15200 ps. The signal on the critical path passes through clkdlybuf4s50_1, inv_1, ha_1, nor2_1, nand3_1, a211oi_2, o31ai_1, a211oi_1, o22ai_1, a21oi_1, o22ai_1, nand3b_1, a2111o_1, nor2_1, clkdlybuf4s50_1. Total number of warnings across the stage logs landed at approximately 100. Number of distinct standard cells referenced by the synthesized netlist landed at ~80.

Post-detailed-route via-to-cell ratio landed at approximately 5.9. In this run the remaining antenna-violating nets after routing total 0. Share of final-layout standard cells stronger than drive strength 1 landed at 4.348%.
## routing by layer
metal	part of all wire, %	GRT usage, %	wire length (um)
met4	1.4	4.167	281
met2	45	45.70	9003
met3	6.1	2.772	1229
met1	48	42.87	9650
met5	0	0	0
## cells in the final DEF (no fill, tap or decap), types with 5 or more instances in the layout
cell                              instances
sky130_fd_sc_hd__a21oi_1                 71
sky130_fd_sc_hd__ha_1                   102
sky130_fd_sc_hd__o21ai_1                  5
sky130_fd_sc_hd__or3_1                    8
sky130_fd_sc_hd__o21ai_0                 37
sky130_fd_sc_hd__nand2b_1                 8
sky130_fd_sc_hd__xnor2_1                 14
sky130_fd_sc_hd__o211ai_1                11
sky130_fd_sc_hd__nand4_1                 11
sky130_fd_sc_hd__nand2_1                 64
sky130_fd_sc_hd__a21o_1                  13
sky130_fd_sc_hd__clkdlybuf4s50_1         99
sky130_fd_sc_hd__nor3_1                  21
sky130_fd_sc_hd__and2_1                   5
sky130_fd_sc_hd__nor2b_1                  7
sky130_fd_sc_hd__inv_1                  105
sky130_fd_sc_hd__buf_4                    7
sky130_fd_sc_hd__nand3_1                 16
sky130_fd_sc_hd__o21bai_1                13
sky130_fd_sc_hd__a211oi_1                17
sky130_fd_sc_hd__a221oi_1                 9
sky130_fd_sc_hd__o22ai_1                 14
sky130_fd_sc_hd__mux2i_1                 23
sky130_fd_sc_hd__o221ai_1                 5
sky130_fd_sc_hd__o31ai_1                 17
sky130_fd_sc_hd__o21a_1                   7
sky130_fd_sc_hd__a31oi_1                 10
sky130_fd_sc_hd__nor4_1                   7
sky130_fd_sc_hd__nor2_1                  63
## logic make-up after synthesis
group / after synthesis / share of synthesized area, %
AND-OR/OR-AND: 283 / 36.63
XOR/XNOR: 15 / 2.437
adder cells (fa/ha/maj): 104 / 24.42
buffers and inverters: 153 / 11.14
multiplexers: 23 / 4.271
AND/OR/NAND/NOR: 233 / 21.10
## synthesized netlist by cell type (11+ instances only)
| cell type | number |
|---|---|
| sky130_fd_sc_hd__a211oi_1 | 17 |
| sky130_fd_sc_hd__a21o_1 | 13 |
| sky130_fd_sc_hd__a21oi_1 | 71 |
| sky130_fd_sc_hd__clkbuf_1 | 30 |
| sky130_fd_sc_hd__ha_1 | 102 |
| sky130_fd_sc_hd__inv_1 | 105 |
| sky130_fd_sc_hd__mux2i_1 | 23 |
| sky130_fd_sc_hd__nand2_1 | 64 |
| sky130_fd_sc_hd__nand3_1 | 16 |
| sky130_fd_sc_hd__nand4_1 | 11 |
| sky130_fd_sc_hd__nor2_1 | 63 |
| sky130_fd_sc_hd__nor3_1 | 21 |
| sky130_fd_sc_hd__o211ai_1 | 11 |
| sky130_fd_sc_hd__o21ai_0 | 37 |
| sky130_fd_sc_hd__o21bai_1 | 13 |
| sky130_fd_sc_hd__o22ai_1 | 14 |
| sky130_fd_sc_hd__o31ai_1 | 17 |
| sky130_fd_sc_hd__xnor2_1 | 14 |
## power by group through the flow
| stage | clock (uW) | sequential, uW | combinational, uW |
|---|---|---|---|
| final | 0 | 0 | 197 |
| after CTS | 0 | 0 | 195 |
| after global routing | 0 | 0 | 216 |
## worst max path at each step
stage / from / to / slack, ps / cells after the start
global route: DataIn1[11] / Zero / 6470 / 15
finish: DataIn1[11] / Zero / 6770 / 15
CTS: DataIn1[0] / Zero / 6840 / 16
## final cells by class
class                           instances  area share, %
Inverter                              109          6.326
Tap cell                              176          3.405
Timing Repair Buffer                  107          16.21
Multi-Input combinational cell        658          74.06
## through the flow
stage | utilization (%) | cells
after global placement | 49.03 | 1050
after global routing | 49.03 | 1050
after floorplan | - | 811
after CTS | 49.03 | 1050
after detailed placement | 49.03 | 1050
final | 49.03 | 1050
Power is estimated from default activity; no workload was simulated.
